==> flow/design.v <==
`resetall
`timescale 1ns / 1ps
module highbit #(
    parameter OUT_WIDTH = 4,  
    parameter IN_WIDTH = 1<<(OUT_WIDTH-1)
) (
    input [IN_WIDTH-1:0]in,
    output [OUT_WIDTH-1:0]out
);
wire [OUT_WIDTH-1:0]out_stage[0:IN_WIDTH];
assign out_stage[0] = ~0;  
generate genvar i;
    for(i=0; i<IN_WIDTH; i=i+1)
        assign out_stage[i+1] = in[i] ? i : out_stage[i]; 
endgenerate
assign out = out_stage[IN_WIDTH];
endmodule
`resetall
==> flow/run.sh <==
#!/bin/bash
# OpenROAD 26Q1-2900-gdf79404cd8, Yosys 0.63+post, stock flow scripts
make -C /OpenROAD-flow-scripts/flow DESIGN_CONFIG=/design/flow/config.mk WORK_HOME=/design/flow/orfs finish
==> flow/config.mk <==
export PLATFORM = sky130hd
export DESIGN_NAME = highbit
export DESIGN_NICKNAME = highbit
export VERILOG_FILES = /design/flow/design.v
export SDC_FILE = /design/flow/constraint.sdc
export NUM_CORES = 4
export LEC_CHECK = 1
export CORE_AREA = 10 10 70 70
export DIE_AREA = 0 0 80 80
==> flow/constraint.sdc <==
current_design highbit

set clk_period 1.2
set clk_io_pct 0.2

create_clock -name clk0 -period $clk_period

set non_clock_inputs [all_inputs -no_clocks]
set_input_delay [expr $clk_period * $clk_io_pct] -clock clk0 $non_clock_inputs
set_output_delay [expr $clk_period * $clk_io_pct] -clock clk0 [all_outputs]
==> impl_metrics.toml <==
# flow metrics
[timing]
layout_worst_path_cycle_share_pct = 98.3
final_max_slew_viol_count = 0
worst_slew_pin_slew_ns = 0.219
final-hold-violation-count = 0
hold_slack_ns = 0.752
unrepaired_setup_endpoints_after_global_routing = "no"
post-route-min-period_ns = 1.18
relSlewSlack_pct = 85.3
maxClockFrequency_mhz = 848
final_worst_setup_slack_ns = 0.0203
final-setup-viol-count = 0

[synth]
synthXorXnorAreaFrac_pct = 0
post_synth.cell_area_avg_um2 = 5.99
synth-adder-area-share_pct = 0
synthesis.instances = 14
yosys-mux-area-fraction_pct = 0
largest_family_of_logic_cells_by_area = "simple AND/OR/NAND/NOR gates"
synth-simple-area-share_pct = 58.2
yosys_cells = 14
synth-area-yosys_um2 = 83.8
yosys.cell_types.count = 11
synth_top_area_share_pct = 14.9
synth.cell_area_um2 = 83.8
yosys_warnings = 1
netlist.top_cell.by_instances = "nor2_1"
synth.top_cells.by_area = "nor4_2, nor2_1, o41a_1"
yosys.area_share.aoi_pct = 37.3
common_cells = "nor2_1, nand2_1"
post-synth-top-area-cell = "nor4_2"
seq_area_frac_synth_pct = 0

[routing]
insertedDiodeCount = 0
total_detailed_routing_wirelength_um = 501
detailroute.via_count = 173
antenna_left = 0
detail_route.iter0.violations = 1
detailedRoute.firstPassIterationCount = 2
routed_length_per_placed_instance_um = 6.68
drt_drc_violations_left = 0
viasPerCell = 2.31

[hold_path]
hold_path_startpoint = "in[7]"
worstHoldPathType = "primary input to output port"

[final_layout]
final-instance-count-excl-fill = 75
n_clock_buffer = 0
areaGrowthSynthToFinish_pct = 234
layout-drive-gt1-share_pct = 72.4
fillCellCount = 404
fin_area_um2 = 280
flop-count = 0
regArea_um2 = 0

[placement]
place.detailed.instances = 73
place_worst_setup_slack_ns = -0.729
dp_hpwl_um = 392
place_congestion = 0.770
placed_cell_area_um2 = 269
portBuffers = 12

[worst_setup_path]
cp_slowest_stage_delay_ns = 0.32
critical_path_cell_list = "dlygate4sd2_1, o41a_1, buf_2"
crit_path_max_fanout = 3
critPathKind = "primary input to output port"
crit_required_ns = 0.96
crit_path_end_kind = "output port"
timing.critical_path.from = "in[3]"
critical_path.startpoint_type = "primary input"
slowest_stage = "o41a_1"
critPathArrivalTime_ns = 0.94

[power_and_ir_drop]
power.total_w = 0.0000663
leakage_nw = 0.104
p_per_area_nw_per_um2 = 237
worst_vdd_rail_ir_drop_mv = 0.0308

[global_routing]
grt.total_usage_pct = 1.34
grt_antenna_before_repair = 0
grt_pass1_vias = 146
grt_start_max_net_pins = 5
grt_overflow = 0
grt_first_pass_wirelength_um = 731

[die]
top_level_ports = 12
die-height_um = 80
die_width_um = 80
row_count = 21
chip_area_um2 = 6400
design.core.area_um2 = 3420
floorplan.core_util_pct = 2.45

[outcome]
status = "complete, no violations"

[flow_run]
max_cap_viol_count = 0
openroad.warnings = 32

[clock_tree]
cts_hold_repair.buffers = 0
per-layer routing:
| metal | global-route usage, % | up-vias | share of wire [%] |
|---|---|---|---|
| met5 | 0 | - | 0 |
| met4 | 0 | 0 | 0 |
| met3 | 0.795 | 0 | 20 |
| met2 | 2.01 | 12 | 33 |
| met1 | 1.71 | 79 | 46 |
| li1 | - | 82 | - |
placed cells by master (no fill, tap or decap), drive strengths merged:
cell          n
nor2b         1
buf          14
inv           1
dlygate4sd2   1
o21bai        1
and3          1
nor4          1
o31ai         1
o41a          1
nand2         2
nor2          3
a21oi         1
nor3          1
worst max-delay path: cells and delay by family:
family	cells	cell delay [ns]
compound gates	1	0.32
buf+inv	2	0.38
worst paths after layout:
check	to	slack (ns)	cells past startpoint
max	out[0]	0.02	3
min	out[1]	0.75	4
cell families (layout without fill, tap and decap cells):
logic type,Yosys count,in the layout
and+or+nand+nor,9,9
AOI/OAI and AO/OA,4,4
buffers and inverters,1,16
layout make-up:
type / instances / area [um^2] / share of cell area [%]
Tap cell: 46 / 57.6 / 20.5
Multi-Input combinational cell: 13 / 108 / 38.4
Timing Repair Buffer: 15 / 111 / 39.7
Inverter: 1 / 3.75 / 1.34
power breakdown:
group,internal [W],switching (W)
Sequential,0,0
Clock,0,0
Combinational,0.0000382,0.0000281
Total,0.0000382,0.0000281
timing repair:
item,in CTS,in global routing
resized,47,8
pin swaps,6,4
hold endpoints to repair,0,0
endpoints found under the setup margin,4,4
setup buffers,1,1
per-stage QoR:
step	utilization, %	TNS, ns
after floorplan	-	0
after global placement	7.88	-2.52
after CTS	7.14	0
after global routing	8.21	0
final	8.21	0
after detailed placement	7.88	-2.62
No activity file was given, so power comes from the tool's default toggle rates.
