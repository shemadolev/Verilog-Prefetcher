<file path="flow/design.v">
`resetall
`timescale 1ns / 1ps
module onesCnt#(
    parameter LOG_VEC_SIZE = 4,
    parameter VEC_SIZE = 1<<LOG_VEC_SIZE
)(
    input logic [0:VEC_SIZE-1] A,
    output logic [0:LOG_VEC_SIZE] ones
    );
integer i;
always@*
begin
    ones = 0;   
    for(i=0;i<VEC_SIZE;i=i+1)    
        if(A[i] == 1'b1)     
            ones = ones + 1;     
end
endmodule
`resetall
</file>
<file path="flow/run.sh">
#!/bin/bash
# OpenROAD 26Q1-2900-gdf79404cd8, Yosys 0.63+post, stock flow scripts
make -C /OpenROAD-flow-scripts/flow DESIGN_CONFIG=/design/flow/config.mk WORK_HOME=/design/flow/orfs finish
</file>
<file path="flow/config.mk">
export PLATFORM = sky130hd
export DESIGN_NAME = onesCnt
export DESIGN_NICKNAME = onesCnt
export VERILOG_FILES = /design/flow/design.v
export SDC_FILE = /design/flow/constraint.sdc
export NUM_CORES = 4
export LEC_CHECK = 1
export CORE_AREA = 10 10 89 89
export DIE_AREA = 0 0 99 99
</file>
<file path="flow/constraint.sdc">
current_design onesCnt

set clk_period 10.1
set clk_io_pct 0.2

create_clock -name clk0 -period $clk_period

set non_clock_inputs [all_inputs -no_clocks]
set_input_delay [expr $clk_period * $clk_io_pct] -clock clk0 $non_clock_inputs
set_output_delay [expr $clk_period * $clk_io_pct] -clock clk0 [all_outputs]
</file>
==> flow_summary.ini <==
; flow metrics
[setup_path]
critPathSlowestCell = ha_2
crit_buf_inv = 5
arrival_ps = 9060
crit_family = adder cells
worst-setup-path-type = primary input to output port
cp.required_ps = 8080
startpoint_type = primary input
end_kind = output port
crit_path_max_fanout = 3
cpPeakStageDelay_ps = 340

[placement]
placed_cell_area_um2 = 2970
port_buffers = 21
routabilityCongestion = 0.854
dp_hpwl_um = 3800
place_ws_ps = -1980
placed_cells = 413

[finish]
clock_buffers = 0
lay_top_cells = 90 x buf_4, 23 x nand2_1, 19 x xnor2_1
layout_top_cell = buf_4
syn_to_final_growth_pct = 59.6
drive_above_1_share = 0.454
postLayoutCellArea_um2 = 3210
flops = 0
fin_cells = 434
seqCellArea_um2 = 0

[die]
io_pins = 21
rows = 28
die_area_um2 = 9800
fp.dieH_um = 99
core_area_um2 = 5990
die_w_um = 99
fp_util = 0.336

[routing]
num_vias = 2082
vias_per_cell = 4.80
antenna-diode-count = 0
drt_iter0_markers = 71
drc = 0
wl_per_cell_um = 10.9
antenna_left = 0
routed_wl_um = 4710
drtPass1Iterations = 4

[power]
power.density_nw_per_um2 = 333
p_leak_nw = 1.44
peakVddDrop_mv = 0.338

[flow_run]
warnings = 38
drv_cap = 0

[min_path]
hold_depth = 3
min_path_type = primary input to output port
min_to = ones[3]
hp-start = A[15]

[sta]
worst_pin_slew_ps = 495
final.setup.worst_slack_ps = -984
finalClockPeriodUsage = 1.10
setup_violations = 4
final-max-slew-violation-count = 0
rsz0062_at_grt = true
maxClockFrequency_ghz = 0.0902
hold_violations = 0
layout_min_cycle_time_ps = 11080
slew_headroom = 0.669

[synthesis]
yosys_warnings = 1
yosysUniqueCellTypes = 62
ys_seq_frac = 0
ys_cells = 259
synth_cells = 259
synth.avg_cell_area_um2 = 7.77
syn-cell-area_um2 = 2010
yosysChipArea_um2 = 2010

[grt]
antenna_found_initial = 0
grt_pass1_wl_um = 8270
grt_use_total = 0.0933
grt_max_degree = 15
grt_pass1_vias = 1931
overflow = 0

[outcome]
violations = setup timing
status = finished with violations
==> cell families (layout without fill, tap and decap cells) <==
| kind of cell | count (synthesis) | count (layout) | synth area share |
|---|---|---|---|
| AND/OR/NAND/NOR | 83 | 83 | 0.218 |
| XOR/XNOR | 56 | 56 | 0.338 |
| buffers and inverters | 30 | 130 | 0.0616 |
| AND-OR/OR-AND | 59 | 59 | 0.205 |
| adder cells (fa/ha/maj) | 17 | 17 | 0.106 |
| multiplexers | 14 | 14 | 0.0721 |
==> where the power goes <==
group          switching [mW]  internal (mW)  total, mW
logic                   0.449          0.622       1.07
registers                   0              0          0
clock network               0              0          0
total                   0.449          0.622       1.07
==> repair_timing <==
action,CTS,global route
buffers inserted,15,7
hold buffers,0,0
pin swaps,24,19
resized,38,10
setup endpoints to repair,4,4
==> cells in the mapped netlist, types with 4 or more instances <==
library cell / instances / share of area
nor3_1: 5 / 0.012
o21ai_0: 11 / 0.027
clkbuf_1: 9 / 0.017
or2_2: 5 / 0.016
mux2_2: 4 / 0.022
o21ai_1: 4 / 0.010
xor2_1: 16 / 0.070
nor2_1: 16 / 0.030
inv_1: 17 / 0.032
a21oi_1: 13 / 0.032
nand2_1: 26 / 0.049
mux2i_1: 10 / 0.050
nand3_1: 9 / 0.022
xnor2_1: 27 / 0.12
ha_1: 17 / 0.11
==> metal layers <==
metal	GRT usage	vias up	part of all wire	routed length, um
met3	0.00423	2	0.023	110
li1	-	1126	-	-
met5	0	-	0	0
met4	0.00221	0	0.0032	15
met1	0.136	929	0.52	2440
met2	0.157	25	0.46	2150
==> how the worst max path moves through the flow <==
stage | from | endpoint | slack [ps] | cells after the start
4_1_cts | A[1] | ones[0] | -930 | 48
5_1_grt | A[0] | ones[0] | -1500 | 49
6_report | A[0] | ones[0] | -980 | 49
==> cell type report <==
class	count	area (um2)
Inverter	18	85.1
Multi-Input combinational cell	229	2130
Fill cell	520	2780
Tap cell	75	93.8
Timing Repair Buffer	112	906
==> metrics by stage <==
| step | utilization | hold WS (ps) | TNS (ps) | power, mW |
|---|---|---|---|---|
| final | 0.536 | 4890 | -2650 | 1.07 |
| after global placement | 0.496 | 5110 | -6280 | 0.982 |
| after detailed placement | 0.496 | 5120 | -6360 | 0.992 |
| after global routing | 0.536 | 4920 | -4360 | 1.19 |
| after floorplan | - | 4070 | -1830 | 0.612 |
| after CTS | 0.521 | 4890 | -2470 | 1.05 |
Power and IR drop assume default switching activity.
