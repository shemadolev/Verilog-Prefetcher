===== design.v =====
`resetall
`timescale 1ns / 1ps
module vectorMask #(
    parameter LOG_WIDTH = 4'd8,
    parameter WIDTH = 1<<LOG_WIDTH
) (
    input logic [LOG_WIDTH-1:0] headIdx,
    input logic [LOG_WIDTH-1:0] tailIdx,
    output logic [WIDTH-1:0] outMask
);
  parameter logic [2*WIDTH-1:0] maskTemplate = {{(WIDTH-1){1'b1}},{WIDTH{1'b0}}};  
    logic [WIDTH-1:0] headMaskVec;
    logic [WIDTH-1:0] tailMaskVec;
    logic [WIDTH-1:0] maskVec;
    logic tailIsLeading;
    logic [WIDTH-1:0] maskTemplateArr [WIDTH-1:0];
    generate genvar i;
        for(i=0; i<WIDTH; i=i+1)
            assign maskTemplateArr[i] = maskTemplate[(i+WIDTH-1):i];
    endgenerate
    always_comb begin
        headMaskVec = maskTemplateArr[headIdx];  
        tailMaskVec = maskTemplateArr[tailIdx];
        maskVec = headMaskVec ^ tailMaskVec;
    end
    assign tailIsLeading = headIdx < tailIdx;
    assign outMask = tailIsLeading ? maskVec : ~maskVec;
endmodule
`resetall

===== run.sh =====
#!/bin/bash
# OpenROAD 26Q1-2900-gdf79404cd8, Yosys 0.63+post, stock flow scripts
make -C /OpenROAD-flow-scripts/flow DESIGN_CONFIG=/design/flow/config.mk WORK_HOME=/design/flow/orfs finish

===== config.mk =====
export PLATFORM = sky130hd
export DESIGN_NAME = vectorMask
export DESIGN_NICKNAME = vectorMask
export VERILOG_FILES = /design/flow/design.v
export SDC_FILE = /design/flow/constraint.sdc
export NUM_CORES = 4
export LEC_CHECK = 1
export CORE_UTILIZATION = 40

===== constraint.sdc =====
current_design vectorMask

set clk_period 25.1
set clk_io_pct 0.2

create_clock -name clk0 -period $clk_period

set non_clock_inputs [all_inputs -no_clocks]
set_input_delay [expr $clk_period * $clk_io_pct] -clock clk0 $non_clock_inputs
set_output_delay [expr $clk_period * $clk_io_pct] -clock clk0 [all_outputs]

==> results.txt <==
Synthesis and PnR results.

- Power spread over the standard cell area amounts to approximately 36 nW/µm².
- The net switching share of the total power reads roughly 40%.
- The instance area after placement reads 11,700 µm².
- Yosys attributes the largest share of cell area to sky130_fd_sc_hd__xnor2_1 (44%), sky130_fd_sc_hd__o21ai_0 (13%), sky130_fd_sc_hd__a21oi_1 (7.6%), sky130_fd_sc_hd__xor2_1 (5.3%), sky130_fd_sc_hd__nand2_1 (3.7%).
- In this run the power spent charging and discharging nets is 0.170 mW.
- The final hold violation count reads 0.
- The run finished with clean final reports.
- The critical path arrival reads slightly above 10,000 ps.
- The OpenROAD warning count is 32.
- The total negative slack for setup checks reads 0 ps.
- The cell-internal power is approximately 0.25 mW.
- In this run, post-CTS hold repair placed 0 buffers.
- Of all cell types, the one taking the most synthesized area is sky130_fd_sc_hd__xnor2_1.
- The endpoint class of the critical path reads a primary output.
- The number of port buffers is around 270.
- The floorplan report gives the top-level pin count as between 200 and 300.
- The worst min-delay path category is input pin to primary output.
- After detailed routing, the number of vias per cell comes to roughly 5.8.
- At the worst endpoint, the required time is 20,080 ps.
- The total cells reported by yosys after synthesis is between 1,000 and 1,500.
- The most prevalent standard cell on the critical path reads sky130_fd_sc_hd__buf_4.
- The area fraction of the dominant cell type after synthesis is ~44%.
- The final number of max-transition violations reads 0.
- Per the post-route antenna check, the number of violating nets is 0.
- The post-route netlist has approximately 5% of its cells at a drive strength greater than 1.
- The total number of placement rows reads roughly 54.
- Entering global routing, the biggest net connects 64 pins.
- The transition time at the pin with the least slew margin reads ~1000 ps.
- The largest driver fanout on the critical path reads ~52.
- The longest individual stage delay on the worst path is between 700 and 800 ps.
- The pre-placement core utilization is 41.2%.
- Setup repair after global routing left no endpoint under its margin.
- The die footprint is 23,400 µm².
- Per the detail_route report, routed wire per instance is ~24 µm.
- The number of clock buffers in the layout is 0.
- The core footprint reads 22,100 µm².
- The number of gates resized after CTS was 0.
- For this run, design rule violations remaining after detail routing come to 0.
- The critical path goes through clkdlybuf4s50_1 -> buf_4 -> clkinv_1 -> ha_1 -> o21a_1 -> a21oi_1 -> o21ai_4 -> buf_4 -> buf_4 -> xnor2_1 -> clkdlybuf4s50_1.
- The chip area from the yosys synthesis statistics is 9110 µm².
- The sequential cell area fraction in the yosys report reads 0%.
- In the final layout, the fill cell count is between 2,000 and 2,500.
- The post-layout minimum cycle time is ~15,000 ps.
- Measured along the y axis, the die boundary spans 153 µm.
- The cell with the largest stage delay on the worst path reads sky130_fd_sc_hd__buf_4.
- The startpoint class of the critical path reads an input pin.
- The overall fraction of global-route tracks in use reads 36.7%.
- The area of the mapped netlist is about 9100 µm².
- The number of setup buffers added after CTS is 0.
- The total number of vias reads about 11,000.
- The final cell area excluding filler cells is between 10,000 and 15,000 µm².
- The critical path in the final layout is reported with a setup slack of between 9000 and 10,000 ps.
- The pre-CTS worst setup slack reads 10,080 ps.
- The maximum clock frequency reads roughly 0.066 GHz.
- The static power due to leakage is 3.66 nW.
- Per the run summary, max-cap violations total 0.
- From synthesis to final layout, the design area changed by 28.4%.
- The number of detailed-route iterations in the first pass is 9.
- The total length of routed wires is 44.1 mm.
- The worst relative slew slack reads between 30% and 40%.
- The global-route wire length before repair is around 64 mm.
- The category of cells accounting for the largest share of critical-path delay reads buffers and inverters.
- The Yosys warning count is 2.
- The routability-driven placement congestion ratio is 1.00.
- The final timing summary puts the cycle share of the worst path at between 60 and 70%.
- Per the GRT congestion report, total overflow comes to 0.
- The number of buffer and inverter instances along the worst setup path is 6.
- The critical setup path kind reads input pin to primary output.
- The area taken by flip-flops and latches is 0 µm².
- The initial DRC count is 1,230.
- The horizontal die dimension reported for this design is ~150 µm.
- The HPWL after detailed placement is just over 30 mm.
- There are 0 flip-flops and latches.
- On the final layout, the worst hold slack is 11,160 ps.
- The initial antenna violation count was 1.
- The final report lists the setup-violating endpoint count as 0.
- The via count of the first global-routing pass is between 9,000 and 10,000.
- The most used logic cell in the final layout is sky130_fd_sc_hd__xnor2_1.
- A synthesized cell averages between 6 and 7 µm².
- The maximum VDD drop reads approximately 0.000018 V.
- The count of mapped cells out of synthesis reads ~1,400.
- Leaving out fill and tap cells, the most frequent cells in the layout are sky130_fd_sc_hd__xnor2_1 (455), sky130_fd_sc_hd__clkdlybuf4s50_1 (270), sky130_fd_sc_hd__o21ai_0 (241), sky130_fd_sc_hd__a21oi_1 (139), sky130_fd_sc_hd__nand2_1 (91).
- After synthesis, the netlist uses about 60 different library cells.
[per-layer routing]
layer	GRT usage (%)	routed length, µm
met5	0	0
met4	14.1	2060
met3	6.47	4780
met2	56.7	19200
met1	50.8	18000
[layout make-up]
| cell class | count | area, µm² | share of cell area, % |
|---|---|---|---|
| Multi-Input combinational cell | 1229 | 8240 | 70.4 |
| Timing Repair Buffer | 318 | 3060 | 26.1 |
| Tap cell | 280 | 350 | 2.99 |
| Inverter | 13 | 48.8 | 0.417 |
| Antenna cell | 1 | 2.50 | 0.0214 |
[logic make-up (layout without fill, tap and decap cells)]
logic type	count (synthesis)	in the layout	synth area share, %
xor+xnor	510	510	49.0
compound gates	448	448	26.6
fa+ha+maj	7	7	0.961
buf+inv	155	331	9.71
other cells	0	1	0
simple gates	264	264	13.7
[final timing paths]
check | depth (start not counted) | slack, ps | from | end
worst max-delay path | 11 | 9980 | tailIdx[3] | outMask[166]
worst min-delay path | 6 | 11160 | headIdx[7] | outMask[84]
[power groups by stage]
stage | sequential (mW) | clock [mW] | combinational (mW)
CTS | 0 | 0 | 0.422
global route | 0 | 0 | 0.451
[worst min-delay path, stage by stage]
cell and delay [ps]:
sky130_fd_sc_hd__buf_2 190, sky130_fd_sc_hd__nand2_1 110, sky130_fd_sc_hd__o21ai_0 120, sky130_fd_sc_hd__xnor2_1 220
sky130_fd_sc_hd__xnor2_1 70, sky130_fd_sc_hd__clkdlybuf4s50_1 400
[stage by stage]
| step | total power [mW] | util (%) | cells |
|---|---|---|---|
| floorplan | 0.193 | - | 1384 |
| global placement | 0.420 | 52.9 | 1840 |
| detailed placement | 0.419 | 52.9 | 1840 |
| CTS | 0.422 | 52.9 | 1840 |
| global route | 0.451 | 52.9 | 1840 |
| finish | 0.422 | 53.0 | 1841 |
[Yosys cell counts (5+ instances only)]
cell type,number
sky130_fd_sc_hd__inv_1,11
sky130_fd_sc_hd__nor2b_1,5
sky130_fd_sc_hd__nand3_1,20
sky130_fd_sc_hd__nand2b_1,8
sky130_fd_sc_hd__xnor2_1,455
sky130_fd_sc_hd__xor2_1,55
sky130_fd_sc_hd__o21ai_1,5
sky130_fd_sc_hd__buf_4,14
sky130_fd_sc_hd__a31oi_1,12
sky130_fd_sc_hd__ha_1,7
sky130_fd_sc_hd__nor3_1,9
sky130_fd_sc_hd__o31ai_1,13
sky130_fd_sc_hd__buf_6,25
sky130_fd_sc_hd__buf_2,50
sky130_fd_sc_hd__o21ai_0,241
sky130_fd_sc_hd__or2_2,5
sky130_fd_sc_hd__a21o_1,7
sky130_fd_sc_hd__clkbuf_1,49
sky130_fd_sc_hd__nor2_1,86
sky130_fd_sc_hd__a21oi_1,139
sky130_fd_sc_hd__nand2_1,91
Power figures rest on the tool's default switching activity, not on a simulated workload.
